$ cat flow/config.mk
export PLATFORM = sky130hd
export DESIGN_NAME = FT_UartTrigger
export DESIGN_NICKNAME = FT_UartTrigger
export VERILOG_FILES = /design/flow/design.v
export SDC_FILE = /design/flow/constraint.sdc
export NUM_CORES = 4
export LEC_CHECK = 1
export CORE_UTILIZATION = 40
$ cat flow/constraint.sdc
current_design FT_UartTrigger

set clk_period 3.0
set clk_io_pct 0.2

create_clock -name clk0 -period $clk_period [get_ports {clock}]

set non_clock_inputs [all_inputs -no_clocks]
set_input_delay [expr $clk_period * $clk_io_pct] -clock clk0 $non_clock_inputs
set_output_delay [expr $clk_period * $clk_io_pct] -clock clk0 [all_outputs]
$ cat flow/design.v
`default_nettype none
module FT_UartTrigger (
	input wire					clock,  
	input wire					reset,  
	input wire [7:0]			tx_payload,  
	input wire 					tx_valid,	 
	output reg					sim_start,
	output reg					sim_end,
	output reg					sim_proc
    );
	localparam ar_Len = 8'd04;
	reg [7:0] arS [ar_Len-1:0];
	reg [7:0] arE [ar_Len-1:0];
	reg [7:0] arP [ar_Len-1:0];
	integer i;
	initial begin
		arS[0] <= 8'h41;  
		arS[1] <= 8'h42;  
		arS[2] <= 8'h43;  
		arS[3] <= 8'h44;  
		arE[0] <= 8'h45;  
		arE[1] <= 8'h46;  
		arE[2] <= 8'h47;  
		arE[3] <= 8'h48;  
		arP[0] <= 8'h70;  
		arP[1] <= 8'h72;  
		arP[2] <= 8'h6F;  
		arP[3] <= 8'h63;  
	end
	reg [7:0] countS;
	reg [7:0] countS_c;
	reg [7:0] countE;
	reg [7:0] countE_c;
	reg [7:0] countP;
	reg [7:0] countP_c;
	always @*
	begin
		sim_start <= 1'b0;
		sim_end <= 1'b0;
		sim_proc <= 1'b0;
		countS_c <= countS;
		countE_c <= countE;
		countP_c <= countP;
		if( countS == ar_Len ) begin
			sim_start <= 1'b1;
		end else if( tx_valid ) begin
			if(tx_payload == arS[countS]) begin
				countS_c <= countS + 1;
			end else begin
				countS_c <= 0;
			end
		end
		if( countE == ar_Len ) begin
			sim_end <= 1'b1;
		end else if( tx_valid ) begin
			if(tx_payload == arE[countE]) begin
				countE_c <= countE + 1;
			end else begin
				countE_c <= 0;
			end
		end
		if( countP == ar_Len ) begin
			sim_proc <= 1'b1;
		end else if( tx_valid ) begin
			if(tx_payload == arP[countP]) begin
				countP_c <= countP + 1;
			end else begin
				countP_c <= 0;
			end
		end
	end
	always @(posedge clock)
	begin
		if( reset) begin
			countS <= 0;
			countE <= 0;
			countP <= 0;
		end else begin
			countS <= countS_c;
			countE <= countE_c;
			countP <= countP_c;
		end
	end
endmodule
`default_nettype wire
$ cat flow/run.sh
#!/bin/bash
# OpenROAD 26Q1-2900-gdf79404cd8, Yosys 0.63+post, stock flow scripts
make -C /OpenROAD-flow-scripts/flow DESIGN_CONFIG=/design/flow/config.mk WORK_HOME=/design/flow/orfs finish
==> impl_metrics.csv <==
group,metric,value,unit
clock_tree,clk-insertion-delay-late,290,ps
synthesis,yosys.stat.seqShare,0.388,
drt,drtIter0Drc,105,
placed_design,placed_area,0.00199,mm^2
critical_path,crit_type,"register to output pin",
synthesis,ys_types,41,
synthesis,yosysMostFrequentCell,"dfxtp_1",
pwr,p_leak,0.740,nW
timing,rsz0062_at_grt,"false",
clock_tree,numCtsBuffers,5,
clock_tree,cts.sinks,35,
timing,worstMarginPinSlew,901,ps
finish,final-comb-area,0.00103,mm^2
pwr,finalPower,1.07,mW
clock_tree,hold_buffers,0,
timing,fmax,373,MHz
synthesis,synthCells,196,
placed_design,dp_cells,256,
die,die_x,69.2,um
synthesis,synth_area,0.00181,mm^2
critical_path,critPathMaxFanout,7,
worst_hold_path,holdCritPathClass,"register to register",
synthesis,synthAdderAreaFrac,0.0416,
synthesis,ys_cells,196,
timing,skew,6.08,ps
timing,period_minus_slack,2680,ps
synthesis,synthArstFlopShare,0,
drt,post_drt_via_cell_ratio,5.40,
die,core.rowCount,24,
critical_path,worstPathArrival,2080,ps
global_routing,grt_util_all_layers,0.160,
drt,dr.pass1.iters,4,
clock_tree,ctsResizeCount,0,
synthesis,mux_area_frac,0.0166,
finish,seq_area,701,um^2
status,status,"finished, final reports clean",
global_routing,grt_max_degree,21,
drt,avgRoutedWirePerCell,12.8,um
placed_design,port_buffers,13,
critical_path,cp-end-kind,"output pin",
global_routing,grt_pass1_wl,6.30,mm
synthesis,largest_area_cell,"dfxtp_1",
critical_path,crit_path_top_delay_cell,"or4b_4",
synthesis,ys_chip_area,0.00181,mm^2
critical_path,startpoint_type,"register",
drt,vias,1426,
clock_tree,clock_path_buffers,2,
clock_tree,cts_tree,"done",
timing,maxSlewHeadroom,0.400,
timing,tns,0,ps
placed_design,place_congestion,0.809,
timing,maxSlewViolCount,0,
synthesis,ys_sh_xor,0.136,
flow_run,warning_count,28,
pwr,p_per_area,503,mW/mm^2
critical_path,cp_top_family,"simple AND/OR/NAND/NOR gates",
timing,hold_viol_final,0,
worst_hold_path,worstHoldStart,"countP[2]$_SDFFE_PP0P_",
drt,routed_wl,3.38,mm
synthesis,common_cells,"dfxtp_1, nor3_1, xor2_1, nor2_1",
die,die_area,0.00479,mm^2
synthesis,area_leaders,"dfxtp_1, xor2_1, nor3_1",
finish,area_delta_synth_final,17.8,%
global_routing,grt-ovfl-total,0,
die,pin_count,14,
placed_design,dp_hpwl,2.35,mm
synthesis,ys_sh_simple,0.253,
finish,finalNonFillerCells,264,
synthesis,synth-edff-count,0,
global_routing,grt_pass1_vias,1402,
critical_path,cp-startpoint,"countE[0]$_SDFFE_PP0N_",
die,fp_util,0.415,
synthesis,logic_family,"simple AND/OR/NAND/NOR gates",
drt,antenna_left,0,
critical_path,worstPathRequired,2400,ps
finish,drive_gt1_frac,0.113,
finish,fillCellCount,378,
critical_path,regToRegStartpoint,"countP[0]$_SDFFE_PP0P_",
synthesis,synth_flops,35,
pwr,irDropWorstVdd,0.373,mV
synthesis,yosys_most_used_dff,"dfxtp_1",
critical_path,max_stage_delay,500,ps
timing,setup_violations,0,
synthesis,postSynthAreaPerCell,9.21,um^2
drt,antennaDiodeCount,0,
clock_tree,clock-root-buffer,"clkbuf_8",
synthesis,yosysWarnings,1,
drt,drc,0,
synthesis,yosys.area.top_type_share,0.388,
clock_tree,h-tree-depth,2,
die,fp.coreArea,0.00435,mm^2
global_routing,grt_antenna_before_repair,0,
critical_path,crit_path_cell_trace,"inv_1 > ha_1 > or4b_4 > nor2_1 > clkdlybuf4s50_1",
die,die_h,69.2,um
clock_tree,clk_pin_slew_worst_paths,70,ps
synthesis,aoi_share,0.126,
finish,stdcell_area,0.00213,mm^2
timing,period_used_share,0.894,
critical_path,critPathBufInv,2,
clock_tree,postCtsSetupBuffers,0,
flow_run,max_cap_violations,0,
==> worst register-to-register path: stages, from the launching register on <==
cell     delay, ps
dfxtp_1        360
inv_1          130
ha_1           160
or4b_4         500
o21ai_4        280
a21oi_1        240
or3_1          420
==> logic make-up (layout without fill, tap and decap cells) <==
| kind of cell | count (synthesis) | after routing |
|---|---|---|
| XOR/XNOR | 28 | 28 |
| multiplexers | 3 | 3 |
| buffers and inverters | 18 | 34 |
| AND/OR/NAND/NOR | 79 | 79 |
| adder cells (fa/ha/maj) | 6 | 6 |
| flip-flops | 35 | 35 |
| AND-OR/OR-AND | 27 | 27 |
==> final timing paths <==
kind	endpoint	slack [ps]	cells past startpoint
worst max-delay path	sim_end	320	5
worst min-delay path	countP[2]$_SDFFE_PP0P_	530	2
worst max register to register	register	790	6
worst min register to register	countP[2]$_SDFFE_PP0P_	530	2
==> through the flow <==
stage	hold slack (ps)	setup slack (ps)	util
6_report	531	318	0.489
5_1_grt	554	182	0.489
4_1_cts	536	304	0.489
3_5_place_dp	524	437	0.458
3_3_place_gp	510	478	0.458
2_1_floorplan	485	1120	-
==> where the power goes <==
group	internal [mW]	total, mW	switching, mW
clock	0.332	0.497	0.165
sequential	0.472	0.479	0.00693
combinational	0.0429	0.0935	0.0506
==> layout by cell type (no fill, tap or decap), types with 2 or more instances in the layout <==
| cell type | count |
|---|---|
| a211oi_1 | 7 |
| inv_1 | 9 |
| or3_1 | 8 |
| ha_1 | 6 |
| xnor2_1 | 9 |
| and3_1 | 6 |
| or3b_2 | 2 |
| nor2_1 | 10 |
| o21ai_0 | 4 |
| or4b_4 | 2 |
| nand4_1 | 9 |
| nand2_1 | 4 |
| bufinv_16 | 2 |
| dfxtp_1 | 35 |
| nor3_1 | 22 |
| xor2_1 | 19 |
| o21ai_4 | 2 |
| clkbuf_8 | 5 |
| mux2i_1 | 3 |
| o211ai_1 | 3 |
| buf_4 | 4 |
| nand3_1 | 8 |
| clkdlybuf4s50_1 | 13 |
==> cell type report <==
cell class / instances / share of cell area
multi-input combinational: 143 / 0.486
clock inverter: 2 / 0.0282
inverter: 9 / 0.0159
timing repair buffer: 17 / 0.0753
tap: 52 / 0.0306
sequential: 35 / 0.329
clock buffer: 6 / 0.0341
==> metal layers <==
layer	track usage	vias to the layer above	share of wire
li1	-	738	-
met1	0.244	643	0.50
met4	0.0249	0	0.021
met5	0	-	0
met2	0.245	39	0.42
met3	0.0310	6	0.056
Power and IR drop assume default switching activity.
