### flow/run.sh
#!/bin/bash
# OpenROAD 26Q1-2900-gdf79404cd8, Yosys 0.63+post, stock flow scripts
make -C /OpenROAD-flow-scripts/flow DESIGN_CONFIG=/design/flow/config.mk WORK_HOME=/design/flow/orfs finish
### flow/constraint.sdc
current_design memtiming

set clk_period 9.7
set clk_io_pct 0.2

create_clock -name clk0 -period $clk_period [get_ports {clk}]

set non_clock_inputs [all_inputs -no_clocks]
set_input_delay [expr $clk_period * $clk_io_pct] -clock clk0 $non_clock_inputs
set_output_delay [expr $clk_period * $clk_io_pct] -clock clk0 [all_outputs]
### flow/config.mk
export PLATFORM = sky130hd
export DESIGN_NAME = memtiming
export DESIGN_NICKNAME = memtiming
export VERILOG_FILES = /design/flow/design.v
export SDC_FILE = /design/flow/constraint.sdc
export NUM_CORES = 4
export LEC_CHECK = 1
export CORE_UTILIZATION = 30
### flow/design.v
`timescale 1ns / 1ps
module memtiming
  #(parameter BL = 8
)
  (
    output logic [4:0] stateout,
    output logic [7:0] BSTct,  
    output logic [7:0] tABARct,
    output logic [7:0] tABAct,  
    output logic [7:0] tCLct,  
    output logic [7:0] tCWLct,  
    output logic [7:0] tRASct,  
    output logic [7:0] tRCDct,  
    output logic [15:0] tREFIct,  
    output logic [7:0] tRFCct,  
    output logic [7:0] tRPct,  
    output logic [7:0] tRTPct,  
    output logic [7:0] tWRct,  
    input logic ACT,
    input logic BST,
    input logic CFG,
    input logic CKEH,
    input logic CKEL,
    input logic DPD,
    input logic DPDX,
    input logic MRR,
    input logic MRW,
    input logic PD,
    input logic PDX,
    input logic PR,
    input logic PRA,
    input logic RD,
    input logic RDA,
    input logic REF,
    input logic SRF,
    input logic [7:0] T_ABAR,
    input logic [7:0] T_ABA,
    input logic [7:0] T_CL,
    input logic [7:0] T_CWL,
    input logic [7:0] T_RAS,
    input logic [7:0] T_RCD,
    input logic [15:0] T_REFI,
    input logic [7:0] T_RFC,
    input logic [7:0] T_RP,
    input logic [7:0] T_RTP,
    input logic [7:0] T_WR,
    input logic WR,
    input logic WRA,
    input logic clk,
    input logic rst
);
    enum logic [4:0] {
        Idle           = 5'b00000,
        Activating     = 5'b00001,
        ActivePD       = 5'b00010,
        BankActive     = 5'b00011,
        Config         = 5'b00100,
        DeepPD         = 5'b00101,
        IdleMRR        = 5'b00110,
        IdleMRW        = 5'b00111,
        IdlePD         = 5'b01000,
        PowerOn        = 5'b01001,
        Precharging    = 5'b01010,
        Reading        = 5'b01011,
        ReadingAPR     = 5'b01100,
        Refreshing     = 5'b01101,
        Resetting      = 5'b01110,
        ResettingMRR   = 5'b01111,
        ResettingPD    = 5'b10000,
        SelfRefreshing = 5'b10001,
        Writing        = 5'b10010,
        WritingAPR     = 5'b10011
    } state, nextstate;
    assign stateout = state;
    always_comb begin
        nextstate = state;  
        case (state)
            Idle          : begin
                if (ACT) begin
                    nextstate = Activating;
                end
                else if (REF) begin
                    nextstate = Refreshing;
                end
                else if (SRF) begin
                    nextstate = SelfRefreshing;
                end
                else if (rst) begin
                    nextstate = Resetting;
                end
                else if (PD) begin
                    nextstate = IdlePD;
                end
                else if (DPD) begin
                    nextstate = DeepPD;
                end
                else if (MRW) begin
                    nextstate = IdleMRW;
                end
                else if (MRR) begin
                    nextstate = IdleMRR;
                end
            end
            Activating    : begin
                if (tRCDct==8'd1) begin
                    nextstate = BankActive;
                end
                else if (CKEL) begin
                    nextstate = ActivePD;
                end
            end
            ActivePD      : begin
                if (CKEH) begin
                    nextstate = BankActive;
                end
                else if (CKEL) begin
                    nextstate = ActivePD;
                end
            end
            BankActive    : begin
                if (WR&&(tCWLct==8'd1)) begin
                    nextstate = Writing;
                end
                else if (WRA&&(tCWLct==8'd1)) begin
                    nextstate = WritingAPR;
                end
                else if (RD&&(tCLct==8'd1)) begin
                    nextstate = Reading;
                end
                else if (RDA&&(tCLct==8'd1)) begin
                    nextstate = ReadingAPR;
                end
                else if (PR&&(tRASct==0)) begin
                    nextstate = Precharging;
                end
                else if (CKEL) begin
                    nextstate = ActivePD;
                end
            end
            Config        : begin
                begin
                    nextstate = Resetting;
                end
            end
            DeepPD        : begin
                if (DPDX) begin
                    nextstate = PowerOn;
                end
            end
            IdleMRR       : begin
                begin
                    nextstate = Idle;
                end
            end
            IdleMRW       : begin
                begin
                    nextstate = Idle;
                end
            end
            IdlePD        : begin
                if (PDX) begin
                    nextstate = Idle;
                end
            end
            PowerOn       : begin
                if (rst) begin
                    nextstate = Resetting;
                end
            end
            Precharging   : begin
                if (tRPct==8'd1) begin
                    nextstate = Idle;
                end
            end
            Reading       : begin
                if (RDA) begin
                    nextstate = ReadingAPR;
                end
                else if (PR&&(tRTPct==0)&&(tRASct==0)) begin
                    nextstate = Precharging;
                end
                else if (WR) begin
                    nextstate = Writing;
                end
                else if ((tABARct==0)) begin
                    nextstate = BankActive;
                end
                else if (WRA) begin
                    nextstate = WritingAPR;
                end
            end
            ReadingAPR    : begin
                if ((BSTct==0)&&(tRTPct==0)&&(tRASct==0)) begin
                    nextstate = Precharging;
                end
            end
            Refreshing    : begin
                if (tRFCct==8'd1) begin
                    nextstate = Idle;
                end
            end
            Resetting     : begin
                if (MRR) begin
                    nextstate = ResettingMRR;
                end
                else if (PD) begin
                    nextstate = ResettingPD;
                end
                else if (CFG) begin
                    nextstate = Config;
                end
                else begin
                    nextstate = Idle;
                end
            end
            ResettingMRR  : begin
                begin
                    nextstate = Resetting;
                end
            end
            ResettingPD   : begin
                if (PDX) begin
                    nextstate = Resetting;
                end
            end
            SelfRefreshing: begin
                if (CKEH) begin
                    nextstate = Idle;
                end
                else if (CKEL) begin
                    nextstate = SelfRefreshing;
                end
            end
            Writing       : begin
                if (WRA) begin
                    nextstate = WritingAPR;
                end
                else if (PR&&(tWRct==0)&&(tRASct==0)) begin
                    nextstate = Precharging;
                end
                else if (RD) begin
                    nextstate = Reading;
                end
                else if ((tABAct==0)) begin
                    nextstate = BankActive;
                end
                else if (RDA) begin
                    nextstate = ReadingAPR;
                end
            end
            WritingAPR    : begin
                if ((BSTct==0)&&(tWRct==0)&&(tRASct==0)) begin
                    nextstate = Precharging;
                end
            end
        endcase
    end
    always_ff @(posedge clk) begin
        if (rst)
            state <= Idle;
        else
            state <= nextstate;
    end
    always_ff @(posedge clk) begin
        if (rst) begin
            BSTct[7:0] <= BL;
            tABARct[7:0] <= T_ABAR;
            tABAct[7:0] <= T_ABA;
            tCLct[7:0] <= T_CL;
            tCWLct[7:0] <= T_CWL;
            tRASct[7:0] <= T_RAS;
            tRCDct[7:0] <= T_RCD;
            tREFIct[15:0] <= T_REFI;
            tRFCct[7:0] <= T_RFC;
            tRPct[7:0] <= T_RP;
            tRTPct[7:0] <= T_RTP;
            tWRct[7:0] <= T_WR;
        end
        else begin
            BSTct[7:0] <= BL;  
            tABARct[7:0] <= T_ABAR;  
            tABAct[7:0] <= T_ABA;  
            tCLct[7:0] <= T_CL;  
            tCWLct[7:0] <= T_CWL;  
            tRASct[7:0] <= T_RAS;  
            tRCDct[7:0] <= T_RCD;  
            tREFIct[15:0] <= T_REFI;  
            tRFCct[7:0] <= T_RFC;  
            tRPct[7:0] <= T_RP;  
            tRTPct[7:0] <= T_RTP;  
            tWRct[7:0] <= T_WR;  
            case (nextstate)
                Idle          : begin
                    tREFIct[15:0] <= (tREFIct>1)?tREFIct-1:tREFIct;
                end
                Activating    : begin
                    tRASct[7:0] <= tRASct-1;
                    tRCDct[7:0] <= tRCDct-1;
                end
                BankActive    : begin
                    tCLct[7:0] <= (tCLct>1)?tCLct-1:tCLct;
                    tCWLct[7:0] <= (tCWLct>1)?tCWLct-1:tCWLct;
                    tRASct[7:0] <= (tRASct>0)?tRASct-1:tRASct;
                    tREFIct[15:0] <= (tREFIct>1)?tREFIct-1:tREFIct;
                end
                Precharging   : begin
                    tRPct[7:0] <= tRPct-8'd1;
                end
                Reading       : begin
                    BSTct[7:0] <= (BSTct>0)?BSTct-1:BSTct;
                    tABARct[7:0] <= (tABARct>0)?tABARct-1:tABARct;
                    tCLct[7:0] <= tCLct;
                    tCWLct[7:0] <= tCWLct;
                    tRASct[7:0] <= (tRASct>0)?tRASct-1:tRASct;
                    tRTPct[7:0] <= (tRTPct>0)?tRTPct-1:tRTPct;
                end
                ReadingAPR    : begin
                    BSTct[7:0] <= (BSTct>0)?BSTct-1:BSTct;
                    tRASct[7:0] <= (tRASct>0)?tRASct-1:tRASct;
                    tRTPct[7:0] <= (tRTPct>0)?tRTPct-1:tRTPct;
                end
                Refreshing    : begin
                    tRFCct[7:0] <= tRFCct-1;
                end
                Writing       : begin
                    BSTct[7:0] <= (BSTct>0)?BSTct-1:BSTct;
                    tABAct[7:0] <= (tABAct>0)?tABAct-1:tABAct;
                    tCLct[7:0] <= (tCLct>1)?tCLct-1:tCLct;
                    tCWLct[7:0] <= tCWLct;
                    tRASct[7:0] <= (tRASct>0)?tRASct-1:tRASct;
                    tWRct[7:0] <= (tWRct>0)?tWRct-1:tWRct;
                end
                WritingAPR    : begin
                    BSTct[7:0] <= (BSTct>0)?BSTct-1:BSTct;
                    tCLct[7:0] <= tCLct;
                    tRASct[7:0] <= (tRASct>0)?tRASct-1:tRASct;
                    tWRct[7:0] <= (tWRct>0)?tWRct-1:tWRct;
                end
            endcase
        end
    end
endmodule
==> reports/qor.yml <==
status: "finished clean"
fin_ws_ns: 3.95
final_util_pct: 43.4
hold_path_startpoint: "BSTct[6]$_SDFFE_PP0N_"
clock-sinks: 109
comb_area_um2: 3920
drv_cap: 0
place_area_um2: 9620
maxSlewHeadroom_pct: 44.3
rsz0062_at_grt: "false"
reg2reg_to: "tCLct[3]$_DFFE_PP_"
grt_remaining_overflow: 0
cp_slowest_stage_delay_ns: 0.72
drv_slew: 0
floorplan.core_util_pct: 30.9
drt_first_pass_iters: 8
hold_path_end: "BSTct[6]$_SDFFE_PP0N_"
cts_tree: "yes"
crit_path_start_kind: "input port"
drc_errors: 0
io_buffers: 223
synth.top_cell.area_share_pct: 30.6
totalPowerFinal_uw: 2270
hold_viol: 0
top_cell: "edfxtp_1"
area_growth_pct: 40.4
drt-vias-per-instance: 4.97
htree_num_levels: 3
post-route-cell-area_um2: 9900
hp-class: "reg2reg"
path_clk_slew_ns: 0.08
fmax_mhz: 174
synthFlopType: "edfxtp_1"
regToRegSetupSlack_ns: 5.10
min_period_over_period_pct: 59.3
grt_pass1_wl_um: 32000
grt_pass1_vias: 5996
ys_types: 70
synth_cells: 729
fin_crit_ns: 5.75
rows: 55
clock-skew-final_ns: 0.0146
vdd_ir_drop_max_uv: 101
routed_wl_um: 20500
antenna_found_initial: 1
fillers: 2234
postSynthAreaPerCell_um2: 9.68
end_kind: "flop"
cts_buffer_depth: 2
top_cells_by_count: "edfxtp_1 (72), nand2_1 (67), nor2_1 (52)"
io_pins: 226
warning_count: 36
worst_ep_arrival_time_ns: 5.77
die.size.y_um: 155
ff2ff_path_depth: 8
edf_count: 72
yosysWarnings: 1
place.gp.congestion: 0.897
postCtsHoldBufs: 0
ctsResizeCount: 0
drtIter0Drc: 256
ant_nets: 0
timing.setup.tns_ns: 0
cts_made_buffers: 9
antenna_cells: 0
async_flop_share_pct: 0
setup_viol: 0
syn_area_um2: 7050
synthTopCellsByArea: "edfxtp_1 (31%), dfxtp_1 (11%), mux2_2 (6.2%)"
cp.buffers_inverters: 1
ys_ff: 109
post-place-ws_ns: 3.52
synth_area_leader_cell: "edfxtp_1"
die_w_um: 155
hpwl_um: 15700
fp.coreArea_um2: 22800
yosys_area_um2: 7050
tightest_slew_ns: 0.829
grt_max_degree: 25
critPathSlowestCell: "nand4_1"
cts-root-buf: "clkbuf_16"
hold_depth: 2
leakagePower_uw: 0.00370
yosys-stat-cells: 729
path_cells: "clkdlybuf4s50_1 > nor4bb_1 > nand2_1 > o211ai_1 > o311ai_1 > nor4b_4 > nand4_1 > o21ai_2 > a21oi_1"
drive_above_1_share_pct: 8.87
regToRegStartpoint: "tWRct[2]$_DFFE_PP_"
chipArea_um2: 24100
post-cts-setup-buffers: 0
path_max_fanout: 18
regArea_um2: 2900
synth_seq_share_pct: 41.1
crit_type: "in2reg"
wl_per_cell_um: 16.3
required_ns: 9.72
crit_family: "simple AND/OR/NAND/NOR gates"
via_count: 6267
grtUsageTotal_pct: 17.3
cellPowerDensity_nw_per_um2: 229
clk_latency_ns: 0.36
-- power by group --
part           switching, µW  internal, µW  leakage, µW  total [µW]
Combinational            464           593      0.00249        1060
Clock                    187           181     0.000141         367
Sequential               185           663      0.00107         848
-- metrics by stage --
step	instances	hold slack (ns)
floorplan	729	0.475
global placement	1244	0.518
detailed placement	1244	0.531
CTS	1260	0.545
global route	1260	0.574
finish	1260	0.544
-- how the worst max path moves through the flow --
stage                 from  cells after the start            endpoint  slack, ns
after global routing    PR                      9  tCLct[3]$_DFFE_PP_       3.64
after CTS               PR                      9  tCLct[3]$_DFFE_PP_       3.89
final                   PR                      9  tCLct[3]$_DFFE_PP_       3.95
-- cells in the final DEF (no fill, tap or decap), types with 10 or more instances in the layout --
cell type        synthesis  final
a21oi_1                 21     21
and3_1                  10     10
clkdlybuf4s50_1          0    223
dfxtp_1                 37     37
edfxtp_1                72     72
ha_1                    21     21
inv_1                   35     35
mux2_2                  39     39
nand2_1                 67     67
nand3_1                 19     19
nor2_1                  52     52
nor3_1                  25     25
nor3b_1                 12     12
nor4_1                  20     19
o21ai_0                 49     49
xnor2_1                 38     38
xor2_1                  35     35
-- routing by layer --
layer  track usage (%)  vias up  wire [µm]
li1                  -     3105          -
met1              25.6     2900       9140
met2              26.5      235       9200
met3              4.96       25       1850
met4              2.38        2        312
met5                 0        -         15
-- registers in the layout, summed over array words and instances, names as in the netlist --
signal   count
tRFCct       8
tABARct      8
tCLct        8
state        5
BSTct        8
tCWLct       8
tABAct       8
tRCDct       8
tRTPct       8
tRASct       8
tREFIct     16
tRPct        8
tWRct        8
-- worst reg2reg max path: cells and delay by family (launching register included) --
kind | cells | cell delay (ns)
AOI/OAI and AO/OA | 4 | 1.31
DFF | 1 | 0.47
and+or+nand+nor | 4 | 2.50
-- final cells by class --
| class | instances | share of cell area (%) |
|---|---|---|
| Tap cell | 313 | 3.95 |
| Timing Repair Buffer | 229 | 23.0 |
| Clock inverter | 6 | 0.556 |
| Sequential cell | 109 | 29.3 |
| Multi-Input combinational cell | 558 | 39.6 |
| Clock buffer | 10 | 2.31 |
| Inverter | 35 | 1.33 |
-- kinds of logic after synthesis --
logic type,count (synthesis),synth area share (%)
AOI/OAI and AO/OA,126,11.5
xor gates and xnor gates,73,9.06
adders and majority gates,21,3.72
buffers and inverters,62,3.41
DFF,109,41.1
muxes,54,8.51
and+or+nand+nor,284,22.7
Power and IR drop assume default switching activity.
