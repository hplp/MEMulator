File: flow/design.v
`default_nettype none
module FT_Timer #(
	parameter READ_LATENCY = 1,
	parameter WRITE_LATENCY = 1,
	parameter TINTERVAL = 1
	)(
	input wire					clock,  
	input wire					reset,  
	input wire 					sim_Start,
	input wire 					sim_End,
	input wire					ext_stall,  
	input wire					busI_write,
	input wire					busI_read,
	input wire					busI_stall,
	input wire					busD_write,
	input wire					busD_read,
	input wire					busD_stall,
	output wire					isStalled,
	output wire					isSim,
	output reg [63:0]			wallTime,	 
	output reg [63:0]			emuTime,	 
	output reg [63:0]			simTime,	 
	output reg [63:0]			freezeTime	 
    );
	localparam SYNC_COST = 3;  
	assign isStalled = busD_stall | busI_stall | ext_stall;
	assign isSim = ({sim_Start, sim_End} == 2'b10)? 1'b1 : 1'b0;
	reg [63:0]			wallTime_C;
	reg [63:0]			emuTime_C;
	reg [63:0]			simTime_C;
	reg [63:0]			freezeTime_C;	
	reg [63:0] 			syncTimer;
	reg [63:0] 			syncTimer_c;
	reg [63:0] 			syncLimit;
	reg [63:0] 			syncLimit_c;
	always @*
	begin
		wallTime_C <= wallTime;
		emuTime_C <= emuTime;
		simTime_C <= simTime;
		freezeTime_C <= freezeTime;
		syncTimer_c <= syncTimer;
		syncLimit_c <= syncLimit;
		if( isSim ) begin
			wallTime_C <= wallTime + 1;
			if( ~isStalled ) begin
				freezeTime_C <= freezeTime + 1;
			end  
			casex({isStalled, busI_write|busD_write, busI_read|busD_read})
			3'b1xx: simTime_C <= simTime;  
			3'b010:	simTime_C <= simTime + WRITE_LATENCY;  
			3'b001:	simTime_C <= simTime + READ_LATENCY;  
			3'b011: simTime_C <= simTime + READ_LATENCY + WRITE_LATENCY;  
			3'b000: simTime_C <= simTime + 1;  
			default: simTime_C <= simTime;  
			endcase
			if(  ~isStalled ) begin
				if( syncTimer == syncLimit ) begin
					syncLimit_c <= syncLimit + TINTERVAL;
					emuTime_C <= emuTime + SYNC_COST;
				end else begin  
					syncTimer_c <= syncTimer + 1;
					emuTime_C <= emuTime + 1;
				end
			end else begin 
				emuTime_C <= emuTime + 1;
			end
		end  
	end
	always @(posedge clock)
	begin
		if( reset) begin
			wallTime <= 0;
			emuTime <= 0;
			simTime <= 0;
			freezeTime <= 0;
			syncTimer <= 0;
			syncLimit <= 0;
		end else begin
			wallTime <= wallTime_C;
			emuTime <= emuTime_C;
			simTime <= simTime_C;
			freezeTime <= freezeTime_C;
			syncTimer <= syncTimer_c;
			syncLimit <= syncLimit_c;
		end
	end
endmodule
`default_nettype wire
File: flow/run.sh
#!/bin/bash
# OpenROAD 26Q1-2900-gdf79404cd8, Yosys 0.63+post, stock flow scripts
make -C /OpenROAD-flow-scripts/flow DESIGN_CONFIG=/design/flow/config.mk WORK_HOME=/design/flow/orfs finish
File: flow/config.mk
export PLATFORM = sky130hd
export DESIGN_NAME = FT_Timer
export DESIGN_NICKNAME = FT_Timer
export VERILOG_FILES = /design/flow/design.v
export SDC_FILE = /design/flow/constraint.sdc
export NUM_CORES = 4
export LEC_CHECK = 1
export CORE_UTILIZATION = 40
File: flow/constraint.sdc
current_design FT_Timer

set clk_period 24.2
set clk_io_pct 0.2

create_clock -name clk0 -period $clk_period [get_ports {clock}]

set non_clock_inputs [all_inputs -no_clocks]
set_input_delay [expr $clk_period * $clk_io_pct] -clock clk0 $non_clock_inputs
set_output_delay [expr $clk_period * $clk_io_pct] -clock clk0 [all_outputs]
==> out/qor.yml <==
status: "completed"
ys_sh_simple: 0.320
worstSetupPathType: "in2out"
fa_ha_area_frac: 0.00547
ctsResizeCount: 0
hold_end: "freezeTime[1]"
synthTopCellsByArea: "dfxtp_1 38%, xor2_1 8.6%, xnor2_1 8.4%, nor2_1 7.5%, nand2_1 4.0%"
ys_warn_count: 1
ff_type: "dfxtp_1"
r2r_start: "simTime[0]"
htreeDepth: 2
rows: 81
mux_area_frac: 0.00354
max_cap_violations: 0
grt_use_total: 0.226
dr.max_layer_used: "met4"
dieArea_sq_mm: 0.0512
p_total_uw: 1400
met1_length_um: 26600
fin_crit_sh: 0.475
cts_setup_buffers: 0
tns_ns: 0
first_pass_iters: 5
finalMaxSlewViolations: 0
avgSynthCellArea_sq_um: 8.00
area_growth_pct: 24.2
worstPathRequired_ns: 19.36
synth-edff-count: 0
io-pin-count: 269
synth_cell_types: 80
synth.top_cells.by_count: "400 x nor2_1, 384 x dfxtp_1, 212 x nand2_1"
antennaDiodeCount: 0
min_period_ns: 11.50
ir_worst_vdd_v: 0.0000500
ctsLongestPathBuffers: 3
startpoint_type: "input pin"
fp.dieH_um: 226
cts_tree: "built"
most_common_cell: "nor2_1"
core_sq_mm: 0.0493
drt_wl_total_um: 57000
end_kind: "primary output"
initCoreUtil: 0.409
postSynthSeqShare: 0.382
overflow: 0
drive_gt1_frac: 0.0497
yosysTopAreaCell: "dfxtp_1"
gp_congestion: 0.943
skew_ns: 0.0238
warning_count: 29
vias: 18155
setup_viol: 0
ys_area_sq_mm: 0.0201
xor_share: 0.173
syn_area_sq_mm: 0.0201
post_drt_wl_per_cell_um: 16.6
slew_headroom: 0.472
io_buffer_count: 268
crit_fanout: 14
utilization: 0.508
place_area_sq_mm: 0.0234
clock_sinks: 384
dp.final_hpwl_um: 40300
hold_path.class: "reg2reg"
cts_buffers: 46
ant_nets: 0
synth-async-reset-ratio: 0
met2_length_um: 25200
drcViolationCount: 0
top_logic_kind: "simple AND/OR/NAND/NOR gates"
rsz0062_at_grt: "no"
fmax_mhz: 87.0
root_buffer: "clkbuf_16"
hold_violations: 0
die_x_um: 226
rrSetupSlack_ns: 19.30
p_per_area_mw_per_mm2: 56.1
antenna_found_initial: 0
drtIter0Drc: 1051
whs_path_depth: 2
arrival_ns: 6.66
grt_pass1_vias: 16760
numSynthFlops: 384
hp-start: "freezeTime[1]"
ys_cells: 2517
tightest_slew_ns: 0.787
clkLatencyLatePin_ns: 0.58
ys_sh_aoi: 0.0835
r2r_cells: 11
synthCells: 2517
cts_hold_buf: 0
r2r_end: "simTime[45]"
grt_pass1_wl_um: 91100
cts.clk_slew.worst_paths_ns: 0.05
p_leak_uw: 0.00814
grt_max_degree: 158
route.met3.wl_um: 3740
via_per_inst: 5.28
fin_area_sq_mm: 0.0250
synth_top_area_share: 0.382
==> flip-flops by register name, summed over array words and instances, names as in the netlist <==
name        cells
wallTime       64
syncTimer      64
simTime        64
emuTime        64
syncLimit      64
freezeTime     64
==> layout make-up <==
cell class / instances / area (sq um)
Clock buffer: 70 / 1380
Clock inverter: 13 / 269
Fill cell: 4519 / 24300
Inverter: 60 / 225
Multi-Input combinational cell: 1965 / 11800
Sequential cell: 384 / 7690
Tap cell: 664 / 831
Timing Repair Buffer: 283 / 2810
==> worst max-delay path, cell delays in order <==
cell and delay (ns):
clkdlybuf4s50_1 0.39, nand2b_1 0.35, inv_1 0.45, clkdlybuf4s50_1 0.62
==> how the worst max path moves through the flow <==
stage                 startpoint     to  slack [ns]  depth (start not counted)
final                    sim_End  isSim       12.70                          4
after CTS                sim_End  isSim       12.68                          4
after global routing     sim_End  isSim       12.60                          4
==> cells in the final DEF, fill, tap and decap left out, types with 59 or more instances in the layout <==
cell and n:
nor3_1 72, o21ai_0 98, nand2_1 212, xnor2_1 194, xor2_1 197, nand4_1 98
nand3_1 141, nor2_1 399, a21oi_1 98, and3_1 71, inv_1 59, or3_1 85
dfxtp_1 384, clkdlybuf4s50_1 267
==> power by group <==
part / internal [uW] / switching (uW)
sequential: 633 / 1.11
clock: 468 / 280
combinational: 5.62 / 15.7
==> per-layer routing <==
| layer | track usage | up-vias |
|---|---|---|
| met5 | 0 | - |
| met4 | 0.0534 | 0 |
| met3 | 0.0452 | 84 |
| met2 | 0.343 | 479 |
| met1 | 0.338 | 8434 |
| li1 | - | 9158 |
==> metrics by stage <==
step | hold slack, ns | std cells | setup slack, ns
CTS | 0.492 | 3439 | 12.68
detailed placement | 0.484 | 3356 | 12.68
global route | 0.520 | 3439 | 12.60
floorplan | 0.445 | 2517 | 13.86
finish | 0.491 | 3439 | 12.70
global placement | 0.471 | 3356 | 12.72
==> logic make-up (layout without fill, tap and decap cells) <==
logic type / after synthesis / in the layout
AOI/OAI and AO/OA: 282 / 282
xor gates and xnor gates: 394 / 394
adders and majority gates: 9 / 9
buffers and inverters: 168 / 426
DFF: 384 / 384
muxes: 7 / 7
and+or+nand+nor: 1273 / 1273
Power figures rest on the tool's default switching activity, not on a simulated workload.
